===== flow/design.v =====
`timescale 1ps/1ps
module data_communication_net #(
  parameter T_DATA_WIDTH = 4,
            T_DATA_RATIO = 2
) (
  input  logic [T_DATA_WIDTH-1 : 0] s_data_i,
  input  logic                      s_last_i,
  input  logic                      s_valid_i,
  output logic                      s_ready_o,
  output logic [T_DATA_WIDTH-1 : 0] m_data_o [T_DATA_RATIO-1 : 0],
  output logic [T_DATA_RATIO-1 : 0] m_keep_o,
  output logic                      m_last_o,
  output logic                      m_valid_o,
  input  logic                      m_ready_i,
  input  logic                      fifo_empty,
  input  logic                      fifo_full,
  input  logic [T_DATA_WIDTH : 0]   down_data [T_DATA_RATIO-2 : 0],
  output logic                      fifo_push,
  output logic                      fifo_pop,
  output logic [T_DATA_WIDTH : 0]   up_data
);
  logic last_pkt;
  logic sending_pkt;
  assign last_pkt    = s_valid_i && s_last_i;
  assign sending_pkt = s_valid_i && (fifo_full || s_last_i);   
  assign up_data   = {s_valid_i, s_data_i};
  assign fifo_push = s_valid_i && !s_last_i && !fifo_full;
  assign fifo_pop  = sending_pkt;
  logic [T_DATA_RATIO-2 : 0] m_keep;
  logic [T_DATA_WIDTH-1 : 0] m_data [T_DATA_RATIO-2 : 0];
  generate
    for (genvar i = 0; i < $size(down_data); i = i + 1) begin : down_data_pars
      assign m_keep[i]  = down_data[i][T_DATA_WIDTH];
      assign m_data[i]  = down_data[i][T_DATA_WIDTH-1 : 0];    
    end
  endgenerate
  assign m_keep_o  = {1'b1, m_keep};
  assign m_data_o  = {s_data_i, m_data};
  assign m_last_o  = last_pkt;
  assign m_valid_o = sending_pkt;  
  assign s_ready_o = s_valid_i && m_ready_i;
endmodule
`timescale 1ps/1ps
module fifo_parallel_out #(
  parameter WIDTH = 4,
            DEPTH = 2
) (
  input  logic               clk_i,
  input  logic               rst_i,
  input  logic               push_i,
  input  logic               pop_i,
  input  logic [WIDTH-1 : 0] write_data_i,
  output logic [WIDTH-1 : 0] read_data_o [DEPTH-1 : 0],
  output logic               empty_o,
  output logic               full_o
);
  localparam POINTER_WIDTH = $clog2(DEPTH);  
  logic [POINTER_WIDTH : 0] wr_ptr;  
  logic [WIDTH-1 : 0] data [DEPTH-1 : 0];  
  assign full_o  = wr_ptr[POINTER_WIDTH];  
  assign empty_o = ~|wr_ptr;  
  always_ff @ (posedge clk_i) begin
    if      (rst_i)  wr_ptr <= '0;
    else if (push_i) wr_ptr <= wr_ptr + 1'b1;
    else if (pop_i)  wr_ptr <= '0;
  end
  always_ff @(posedge clk_i) begin
    if      (rst_i)  data         <= '{DEPTH{'0}};
    else if (push_i) data[wr_ptr] <= write_data_i;
    else if (pop_i)  data         <= '{DEPTH{'0}};  
  end
  assign read_data_o = data; 
endmodule
`timescale 1ps/1ps
module stream_upsize #(
  parameter T_DATA_WIDTH = 4,
            T_DATA_RATIO = 2
) (
  input  logic                      clk,
  input  logic                      rst_n,
  input  logic [T_DATA_WIDTH-1 : 0] s_data_i,
  input  logic                      s_last_i,
  input  logic                      s_valid_i,
  output logic                      s_ready_o,
  output logic [T_DATA_WIDTH-1 : 0] m_data_o [T_DATA_RATIO-1 : 0],
  output logic [T_DATA_RATIO-1 : 0] m_keep_o,
  output logic                      m_last_o,
  output logic                      m_valid_o,
  input  logic                      m_ready_i
);
  logic [T_DATA_WIDTH : 0] up_data;
  logic                    fifo_push;
  logic                    fifo_pop;
  logic [T_DATA_WIDTH : 0] down_data [T_DATA_RATIO-2 : 0];
  logic                    fifo_empty;
  logic                    fifo_full;
  fifo_parallel_out #(
    .WIDTH ( T_DATA_WIDTH + 1 ),
    .DEPTH ( T_DATA_RATIO - 1 ) 
  ) fifo_inst (
    .clk_i        (  clk        ),
    .rst_i        ( ~rst_n      ),
    .push_i       (  fifo_push  ),
    .pop_i        (  fifo_pop   ),
    .write_data_i (  up_data    ),
    .read_data_o  (  down_data  ),
    .empty_o      (  fifo_empty ),
    .full_o       (  fifo_full  )
  );
  data_communication_net #(
    .T_DATA_WIDTH ( T_DATA_WIDTH ),
    .T_DATA_RATIO ( T_DATA_RATIO )
  ) net_inst (
  .s_data_i   ( s_data_i   ),
  .s_last_i   ( s_last_i   ),
  .s_valid_i  ( s_valid_i  ),
  .s_ready_o  ( s_ready_o  ),
  .m_data_o   ( m_data_o   ),
  .m_keep_o   ( m_keep_o   ),
  .m_last_o   ( m_last_o   ),
  .m_valid_o  ( m_valid_o  ),
  .m_ready_i  ( m_ready_i  ),
  .fifo_empty ( fifo_empty ),
  .fifo_full  ( fifo_full  ),
  .down_data  ( down_data  ),
  .fifo_push  ( fifo_push  ),
  .fifo_pop   ( fifo_pop   ),
  .up_data    ( up_data    )
);
endmodule

===== flow/run.sh =====
#!/bin/bash
# OpenROAD 26Q1-2900-gdf79404cd8, Yosys 0.63+post, stock flow scripts
make -C /OpenROAD-flow-scripts/flow DESIGN_CONFIG=/design/flow/config.mk WORK_HOME=/design/flow/orfs finish

===== flow/config.mk =====
export PLATFORM = sky130hd
export DESIGN_NAME = stream_upsize
export DESIGN_NICKNAME = stream_upsize
export VERILOG_FILES = /design/flow/design.v
export SDC_FILE = /design/flow/constraint.sdc
export NUM_CORES = 4
export LEC_CHECK = 1
export CORE_AREA = 10 10 70 70
export DIE_AREA = 0 0 80 80
export SYNTH_HDL_FRONTEND = slang

===== flow/constraint.sdc =====
current_design stream_upsize

set clk_period 1.6
set clk_io_pct 0.2

create_clock -name clk0 -period $clk_period [get_ports {clk}]

set non_clock_inputs [all_inputs -no_clocks]
set_input_delay [expr $clk_period * $clk_io_pct] -clock clk0 $non_clock_inputs
set_output_delay [expr $clk_period * $clk_io_pct] -clock clk0 [all_outputs]

==> results.py <==
# Metrics from the implementation run
metrics = {
    "run_status": {
        "status": "finished, final reports clean",
    },
    "synthesis": {
        "ys_seq_share_pct": 37.2,
        "syn_area_per_cell_sq_um": 9.78,
        "ys_warn_count": 0,
        "synth_flops": 6,
        "ys_types": 12,
        "ys_cells": 33,
        "ys_chip_area_sq_um": 323,
        "syn_area_sq_um": 323,
        "syn_inst": 33,
    },
    "cts": {
        "path_clk_slew_ps": 40,
        "cts_tree": "done",
        "cts_buffers": 3,
        "clkSinkCount": 6,
        "htree_levels": 1,
        "clk_path_buf_depth": 2,
        "clk_latency_ps": 240,
        "hold_buffers": 0,
        "clockRootBuffer": "clkbuf_4",
    },
    "die": {
        "core_region_area_sq_um": 3420,
        "ios": 22,
        "fp_util_pct": 9.45,
        "die.size.y_um": 80,
        "die_w_um": 80,
        "chip_area_sq_um": 6400,
        "rows": 21,
    },
    "cells_and_area": {
        "syn_to_final_growth_pct": 80.2,
        "layout_top_cell": "clkdlybuf4s50_1",
        "final_util_pct": 17.0,
        "regArea_sq_um": 121,
        "final_cell_mix": "clkdlybuf4s50_1 (13), o21a_1 (5), dfxtp_1 (5), nor2b_1 (4), dlygate4sd2_1 (4)",
        "drive_above_1_share_pct": 13.2,
        "comb_area_sq_um": 160,
        "fillers": 399,
    },
    "drt": {
        "vias": 313,
        "first_pass_iters": 2,
        "initialDrtViolationCount": 15,
        "antenna_left": 0,
        "drc_errors": 0,
        "antennaDiodeCount": 0,
        "vias_per_cell": 3.16,
        "wirelength_mm": 1.02,
        "routedWlPerCell_um": 10.3,
    },
    "power_and_ir_drop": {
        "pwr_density_cell_nw_per_um2": 644,
        "ir_drop_uv": 456,
        "finalPower_uw": 374,
        "leakage_uw": 0.000231,
    },
    "sta": {
        "max_freq_mhz": 652,
        "fin_crit_sh_pct": 95.8,
        "timing.final.ws_setup_ps": 66.6,
        "rsz0062_at_grt": "false",
        "min_period_ps": 1530,
        "setup_violations": 0,
        "drv_slew": 0,
        "finalClockSkew_ps": 0.246,
        "holdWs_ps": 484,
        "finalHoldViolations": 0,
    },
    "global_routing": {
        "antenna_found_initial": 0,
        "grt_max_degree": 12,
        "grt_pass1_vias": 322,
        "gr-usage-all-layers_pct": 2.94,
        "grt_pass1_wl_mm": 1.49,
        "grt-ovfl-total": 0,
    },
    "job": {
        "cap_violations": 0,
        "tool_warnings": 25,
    },
    "worst_setup_path": {
        "cp_slowest_stage_delay_ps": 450,
        "crit_type": "reg -> out",
        "path_buffers": 1,
        "cp_cell_sequence": "o21a_1 > clkdlybuf4s50_1",
        "cp_top_family": "buffers and inverters",
        "arrival_ps": 1210,
        "end_kind": "primary output",
        "cp_max_fo": 7,
        "worstSetupStartpointType": "flop",
        "worstPathRequired_ps": 1280,
        "cpMaxStageDelayCell": "clkdlybuf4s50_1",
    },
    "place": {
        "numPortBuffers": 20,
        "gp_congestion": 0.745,
        "pre_cts_ws_ps": -235,
        "dp_hpwl_um": 878,
    },
    "min_path": {
        "worstHoldPathType": "reg -> reg",
    },
}
[state kept, by name, indices dropped and copies added (netlist names)]
| name | count |
|---|---|
| fifo_inst.read_data_o | 5 |
| fifo_inst.full_o | 1 |
[where the power goes]
part	total [uW]	internal, uW	switching [uW]
clock network	139	84.8	54.0
logic	73.8	53.2	20.6
registers	162	157	4.82
total	374	295	79.5
[synthesized netlist by cell type, drive strengths merged]
cell | count | share of area, %
buf | 6 | 13
dfxtp | 6 | 37
o21a | 5 | 12
nor2b | 4 | 7.8
a21boi | 2 | 4.6
and2 | 2 | 3.9
and4bb | 2 | 7.8
nand2b | 2 | 3.9
nor4bb | 2 | 6.2
conb | 1 | 1.2
or3b | 1 | 2.7
[path summary, 6_finish.rpt]
path | from | to | slack (ps) | cells after the start
hold reg to reg | fifo_inst.read_data_o[4] | fifo_inst.read_data_o[4] | 480 | 2
setup / recovery | fifo_inst.full_o | m_valid_o | 70 | 2
hold / removal | fifo_inst.read_data_o[4] | fifo_inst.read_data_o[4] | 480 | 2
setup reg to reg | fifo_inst.full_o | fifo_inst.full_o | 640 | 2
[layer usage]
layer  track usage [%]  vias to the layer above  routed length, um
met5                 0                        -                  0
met3              2.61                        0                204
met4                 0                        0                  0
met1              3.94                      142                482
met2              3.61                       21                338
li1                  -                      150                  -
[worst register-to-register path, cell delays in order (launching register included)]
cell	delay (ps)
dfxtp_2	350
or3b_1	400
a21boi_1	130
[per-stage QoR]
stage | area (sq um) | instances | setup TNS [ps]
detailed placement | 561 | 96 | -702
global route | 582 | 99 | 0
global placement | 561 | 96 | -626
finish | 582 | 99 | 0
floorplan | 323 | 33 | 0
CTS | 577 | 99 | 0
[layout make-up]
cell class / count / area share, %
repair buffers: 23 / 37.8
multi-input cells: 21 / 27.5
flip-flops and latches: 6 / 20.9
well taps: 46 / 9.89
clock buffers: 3 / 3.87
[kinds of logic after synthesis]
| family | count (synthesis) | synth area share (%) |
|---|---|---|
| AND/OR/NAND/NOR | 13 | 32.2 |
| flip-flops | 6 | 37.2 |
| AND-OR/OR-AND | 7 | 16.3 |
| other | 1 | 1.16 |
| buffers and inverters | 6 | 13.2 |
[what timing repair did]
| item | CTS | global route |
|---|---|---|
| resized | 7 | 3 |
| setup buffers | 0 | 0 |
| pin swaps | 1 | 0 |
| endpoints found under the setup margin | 6 | 2 |
Power is estimated from default activity; no workload was simulated.
